==> design.v <==
module RobotDiagnostics(
    input  logic sample_clock,  
    input logic [9:0] sw,  
    input logic key,      
    input  logic uart_rx, 
    output logic uart_tx, 
    input  logic uart_cts, 
    output logic uart_rts, 
    output logic gpio_rx, 
    output logic gpio_cts,
    output logic [9:0] led
); 
    logic reset; 
    assign reset = ~key;  
    UARTRxModule #(
        .CLOCK_FREQ(50_000_000),
        .BAUD_RATE(115_200)
    ) uart_read_module (
        .uart_rx(uart_rx), 
        .uart_cts(uart_cts),
        .sample_clock(sample_clock), 
        .reset(reset),
        .output_data(led[7:0])
    );
    logic ready;
    UARTTxModule #(
        .CLOCK_FREQ(50_000_000),
        .BAUD_RATE(115_200)
    ) uart_transmission_module (
        .send_input(sw[7:0]),
        .valid(sw[8]),
        .sample_clock(sample_clock), 
        .reset(reset), 
        .uart_tx(uart_tx),
        .uart_rts(uart_rts), 
        .ready(ready)
    );
    assign led[9:8] = 2'b00;
    assign uard_tx = 1'b0;
    assign gpio_rx = uart_rx; 
    assign gpio_cts = uart_cts;
endmodule
module UARTRxModule #(
    parameter CLOCK_FREQ = 50_000_000,
    parameter BAUD_RATE = 115_200
) (
    input logic uart_rx, 
    input logic uart_cts,
    input logic sample_clock,
    input logic reset,
    output logic [7:0] output_data
);
    enum{
        WAIT_STATE,  
        FIND_MIDDLE,  
        READ_MIDDLE,  
        READ_CLK,  
        READ_END  
    } state;
    localparam DIVISOR      = CLOCK_FREQ / BAUD_RATE;
    localparam HALF_DIVISOR =  DIVISOR / 2;
    logic [8:0] counter;  
    logic [3:0] read_count;  
    logic [7:0] current_reading;  
    logic [7:0] valid_data;  
    logic should_flush;  
    always_ff @(posedge sample_clock) begin 
        if(reset) begin
            counter <= 8'b0;
            read_count <= 9'b0; 
            current_reading <= 8'b0;
            should_flush <= 1'b0;
            state <= WAIT_STATE; 
        end else begin 
            case(state)
                WAIT_STATE: begin 
                    if(uart_rx == 1'b0) begin 
                        state <= FIND_MIDDLE;
                        should_flush <= 1'b0; 
                    end 
                end
                FIND_MIDDLE: begin
                    if (counter == HALF_DIVISOR) begin 
                        state <= READ_CLK;
                        counter <= 9'b0;
                    end else begin 
                        counter <= counter + 1;
                    end 
                end
                READ_CLK: begin 
                    if(counter == DIVISOR) begin 
                        current_reading[read_count] <= uart_rx;
                        state <= (read_count == 4'd7) ? READ_END : READ_CLK;
                        read_count <= (read_count == 4'd7) ? 4'd0 : read_count + 1;
                        counter <= 9'b0;
                    end else begin
                        counter <= counter + 1;
                    end
                end
                READ_END: begin
                    if(counter == DIVISOR) begin 
                        counter <= 9'b0; 
                        state <= WAIT_STATE;
                        should_flush <= 1'b1;
                    end else begin 
                        counter <= counter + 1;
                    end
                end
                default: state <= WAIT_STATE;            
            endcase
        end 
    end 
    always_ff @(posedge sample_clock) begin 
        if(reset)
            valid_data <= 8'b0;
        else if(should_flush) begin 
            valid_data <=  current_reading;
        end
    end
    assign uart_rts = 1'b1;  
    assign uart_tx = 1'b1;
    assign output_data = valid_data;
endmodule
module UARTTxModule #(
    parameter CLOCK_FREQ = 50_000_000,
    parameter BAUD_RATE = 115_200
)(
    input logic [7:0] send_input,
    input logic valid,
    input logic sample_clock,
    input logic reset,
    output logic uart_tx, 
    output logic uart_rts,
    output logic ready 
);
    localparam DIVISOR = CLOCK_FREQ / BAUD_RATE;
    enum {
        WAITING, 
        SENDING 
    } state;
    logic [8:0] counter;  
    logic [3:0] bit_counter;
    logic [7:0] send_data;   
    always_ff @(posedge sample_clock) begin 
        if(reset) begin 
            counter <= 9'b0; 
            bit_counter <= 4'b0;
            state <= WAITING;
        end else begin 
            case(state)
                WAITING: begin 
                    state <= (valid == 1'b1) ?  SENDING : WAITING; 
                    send_data <= (valid == 1'b1) ? send_input : send_data;
                end
                SENDING:begin 
                    if(counter == DIVISOR && bit_counter == 4'd9 ) begin 
                        state <= WAITING;
                        counter <= 9'b0; 
                        bit_counter <= 4'b0;
                    end else begin 
                        counter <= (counter == DIVISOR) ? 0 : counter + 1;
                        bit_counter <= (counter == DIVISOR) ? bit_counter + 1 : bit_counter;
                    end
                end
                default: state <= WAITING;
            endcase
        end
    end
    always_comb begin 
        case(state)
        SENDING:begin 
            uart_rts = 1'b0;  
            if(bit_counter == 1'b0) begin
                uart_tx = 1'b0;   
            end else if(bit_counter >= 4'd1 && bit_counter <= 4'd8) begin 
                uart_tx = send_data[bit_counter - 1];
            end else begin 
                uart_tx = 1'b1;  
            end
        end
        default: begin 
            uart_tx = 1'b1; 
            uart_rts = 1'b1;  
        end
        endcase
    end
    assign ready = (state == WAITING);
endmodule
==> run.sh <==
#!/bin/bash
# OpenROAD 26Q1-2900-gdf79404cd8, Yosys 0.63+post, stock flow scripts
make -C /OpenROAD-flow-scripts/flow DESIGN_CONFIG=/design/flow/config.mk WORK_HOME=/design/flow/orfs finish
==> config.mk <==
export PLATFORM = sky130hd
export DESIGN_NAME = RobotDiagnostics
export DESIGN_NICKNAME = RobotDiagnostics
export VERILOG_FILES = /design/flow/design.v
export SDC_FILE = /design/flow/constraint.sdc
export NUM_CORES = 4
export LEC_CHECK = 1
export CORE_UTILIZATION = 50
==> constraint.sdc <==
current_design RobotDiagnostics

set clk_period 2.5
set clk_io_pct 0.2

create_clock -name clk0 -period $clk_period [get_ports {sample_clock}]

set non_clock_inputs [all_inputs -no_clocks]
set_input_delay [expr $clk_period * $clk_io_pct] -clock clk0 $non_clock_inputs
set_output_delay [expr $clk_period * $clk_io_pct] -clock clk0 [all_outputs]
==> results_dict.tcl <==
# place-and-route summary
set metrics [dict create \
    r2r_start "uart_read_module.read_count[0]$_SDFFE_PN0P_" \
    synthXorXnorAreaFrac 0.0526 \
    cp.arrival_ns 1.69 \
    yosys-stat-cells 291 \
    clockRootBuffer "clkbuf_8" \
    top_cells_by_area "dfxtp_1 (35%), edfxtp_1 (8.5%), ha_1 (6.2%)" \
    hpwl_um 3510 \
    clkLatencyLatePin_ns 0.33 \
    p_leak_nw 1.17 \
    worstPathMaxFanout 4 \
    status "completed" \
    hold_viol_final 0 \
    worstMarginPinSlew_ns 0.709 \
    setup_tns_ns 0 \
    gp_congestion 0.794 \
    cts_buffer_depth 2 \
    synth_area_leader_cell "dfxtp_1" \
    grt_setup_unrepaired "no" \
    gr-usage-all-layers 0.192 \
    async_flop_share 0 \
    firstDrtPassIters 4 \
    fmax_mhz 456 \
    clock-sinks 57 \
    ys_seq_share 0.431 \
    layout_setup_ws_ns 0.306 \
    synth_top_area_share 0.346 \
    drv_slew 0 \
    core-area_um2 5470 \
    syn_area_um2 2830 \
    grt_pass1_vias 1987 \
    fin_crit_ns 2.19 \
    antenna_found_initial 0 \
    synthAdderAreaFrac 0.0619 \
    ys_ff 57 \
    clkTransAtPathRegs_ns 0.06 \
    dieArea_um2 5970 \
    antenna_left 0 \
    num_vias 2088 \
    end_kind "output pin" \
    crit_path_start "uart_transmission_module.bit_counter[1]$_SDFFE_PN0P_" \
    skew_ns 0.00466 \
    ys_sh_mux 0.0619 \
    max-cap-violations 0 \
    warning_count 36 \
    cts_made_buffers 9 \
    wl_um 5180 \
    vias_per_cell 5.35 \
    pre_cts_slack_ns 0.190 \
    yosys_area_um2 2830 \
    path_class "reg -> out" \
    critPathLaunchType "flop" \
    fp_util 0.517 \
    drc_errors 0 \
    drive_gt1_frac 0.123 \
    wire_per_inst_um 13.3 \
    grt_pass1_wl_um 9010 \
    dieHeight_um 77.3 \
    grt-ovfl-total 0 \
    edf_count 8 \
    yosys_warnings 5 \
    htreeDepth 3 \
    top_logic_kind "simple AND/OR/NAND/NOR gates" \
    antenna_cells 0 \
    syn_to_final_growth_pct 19.6 \
    worst_ep_required_time_ns 2.00 \
    io_pins 28 \
    die_w_um 77.3 \
    power_mw 2.06 \
    grt_max_degree 18 \
    synth.distinct_cells 53 \
    syn_avg_cell_area_um2 9.73 \
    hold_path_class "reg -> reg" \
    simple_gate_area_frac 0.231 \
    timing.hold.ws_ns 0.461 \
    cts_tree "yes" \
    slew_headroom 0.527 \
    worst_ir_drop_vdd_uv 448 \
    io_buffers 22 \
    core.rowCount 27 \
    setup_viol_count_final 0 \
    drt_iter0_drc 103 \
    powerDensity_nw_per_um2 607 \
    min-delay-start "uart_read_module.current_reading[4]$_SDFFE_PN0P_" \
    synthAoiAreaFrac 0.107 \
    finalCritPeriodShare 0.877 \
    synth_cells 291 \
    flop_cell "dfxtp_1" \
]
[worst paths after layout]
| path | slack, ns | cells after the start | to |
|---|---|---|---|
| min | 0.46 | 2 | uart_read_module.current_reading[4]$_SDFFE_PN0P_ |
| max | 0.31 | 6 | uart_tx |
| max reg2reg | 0.51 | 6 | uart_read_module.current_reading[6]$_SDFFE_PN0P_ |
| min reg2reg | 0.46 | 2 | uart_read_module.current_reading[4]$_SDFFE_PN0P_ |
[cell usage in the layout, fill, tap and decap left out, drive strengths merged, types with 2 or more instances in the layout]
cell and count:
buf 5, a21oi 3, nor2b 12, o21ai 10, nor4 2, nor4b 2
xor2 4, xnor2 13, nand3b 2, clkdlybuf4s50 21, or3 3, a21boi 7
mux2i 13, inv 15, and2 3, nor2 26, and3 4, o311ai 7
nand3 10, dfxtp 49, mux4 2, edfxtp 8, clkbuf 10, a211oi 2
and4bb 2, nand4 11, clkinv 2, nor3b 3, conb 2, ha 14
bufinv 3, nor3 6, nand2 24
[layout make-up]
class / count / area, um^2
Clock buffer: 10 / 128
Clock inverter: 6 / 106
Fill cell: 452 / 2090
Inverter: 15 / 56.3
Multi-Input combinational cell: 203 / 1510
Sequential cell: 57 / 1230
Tap cell: 72 / 90.1
Timing Repair Buffer: 27 / 268
[report_power, final]
part / internal (mW) / switching, mW
clock network: 0.657 / 0.353
registers: 0.946 / 0.0177
logic: 0.0468 / 0.0357
total: 1.65 / 0.406
[sequential cells by signal (all words and copies together) (netlist names)]
name and cells:
uart_transmission_module.counter 9, uart_transmission_module.state 2, uart_read_module.counter 9, uart_transmission_module.bit_counter 4
uart_transmission_module.send_data 8, uart_read_module.valid_data 8, uart_read_module.should_flush 1, uart_read_module.current_reading 8
uart_read_module.state 4, uart_read_module.read_count 4
[layer usage]
metal	share of wire	track usage	wire, um	up-vias
li1	-	-	-	1077
met3	0.042	0.0472	218	10
met2	0.43	0.280	2210	38
met4	0.022	0.0340	112	0
met5	0	0	0	-
met1	0.51	0.304	2650	963
[per-stage QoR]
stage	area (um^2)	utilization	std cells
6_report	3390	0.619	390
5_1_grt	3390	0.619	390
4_1_cts	3340	0.610	390
3_5_place_dp	3080	0.563	373
3_3_place_gp	3080	0.563	373
2_1_floorplan	2840	-	292
[cell families (layout without fill, tap and decap cells)]
kind of cell,count (synthesis),in the layout
AOI/OAI and AO/OA,40,40
xor gates and xnor gates,17,17
adders and majority gates,14,14
buffers and inverters,32,58
DFF,57,57
muxes,15,15
other,1,2
and+or+nand+nor,115,115
[critical path, cell delays in order, from the launching register on]
cell            delay (ns)
dfxtp_4               0.34
inv_2                 0.06
ha_4                  0.27
mux4_2                0.29
mux2i_1               0.15
o2111ai_1             0.11
dlymetal6s2s_1        0.13
[cells in the mapped netlist, types with 5 or more instances]
cell type   n
a21boi_0    5
buf_2       6
buf_4       6
clkbuf_1    5
dfxtp_1    49
edfxtp_1    8
ha_1       14
inv_1      15
mux2i_1    13
nand2_1    24
nand3_1     8
nand4_1    11
nor2_1     26
nor2b_1    12
nor3_1      6
o21ai_0     9
o311ai_0    6
xnor2_1    13
[timing repair]
item,CTS,global route
hold buffers,0,0
buffers inserted,1,0
endpoints found under the hold margin,0,0
resized,5,10
setup endpoints to repair,1,1
pin swaps,0,1
