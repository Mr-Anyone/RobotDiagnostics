`./run.sh`:
```
#!/bin/bash
# OpenROAD 26Q1-2900-gdf79404cd8, Yosys 0.63+post, stock flow scripts
make -C /OpenROAD-flow-scripts/flow DESIGN_CONFIG=/design/flow/config.mk WORK_HOME=/design/flow/orfs finish
```
`./config.mk`:
```
export PLATFORM = sky130hd
export DESIGN_NAME = adder
export DESIGN_NICKNAME = adder
export VERILOG_FILES = /design/flow/design.v
export SDC_FILE = /design/flow/constraint.sdc
export NUM_CORES = 4
export LEC_CHECK = 1
export CORE_AREA = 10 10 70 70
export DIE_AREA = 0 0 80 80
```
`./constraint.sdc`:
```
current_design adder

set clk_period 5.8
set clk_io_pct 0.2

create_clock -name clk0 -period $clk_period

set non_clock_inputs [all_inputs -no_clocks]
set_input_delay [expr $clk_period * $clk_io_pct] -clock clk0 $non_clock_inputs
set_output_delay [expr $clk_period * $clk_io_pct] -clock clk0 [all_outputs]
```
`./design.v`:
```
module adder(
    input logic [7:0] a, 
    input logic [7:0] b,
    output logic [7:0] result
); 
    assign result = a  + b;
endmodule
```
==> results.json <==
{
  "status": "finished, final reports clean",
  "cp.arrival_ns": 3.21,
  "critPathKind": "in2out",
  "drt_first_pass_iters": 5,
  "viasPerCell": 3.59,
  "wl_met1_um": 475,
  "cpPeakStageDelay_ns": 0.52,
  "wl_met2_um": 428,
  "crit_chain": "clkdlybuf4s50_1, ha_1, inv_1, fa_1, nor2b_4, o31a_1, o311ai_1, clkdlybuf4s50_1",
  "die_x_um": 80,
  "syn_inst": 42,
  "num_rows": 21,
  "flops": 0,
  "coreArea_um2": 3420,
  "hold_path_class": "in2out",
  "die_height_um": 80,
  "critPathMaxFanout": 3,
  "slowest_stage": "clkdlybuf4s50_1",
  "final_cell_area_um2": 629,
  "openroad.warnings": 32,
  "ys_area_um2": 332,
  "grt_max_degree": 7,
  "hold_slack_ns": 3.35,
  "wl_per_cell_um": 9.94,
  "routed.top_layer": "met3",
  "ff_latch_area_um2": 0,
  "dieArea_um2": 6400,
  "diodes": 0,
  "num_vias": 402,
  "finalHoldViolations": 0,
  "ys_seq_share_pct": 0,
  "layout-drive-gt1-share_pct": 1.52,
  "comb_power_share_pct": 100.0,
  "ant_nets": 0,
  "slew_violations": 0,
  "rsz0062_at_grt": "no",
  "drt_iter0_drc": 7,
  "switching_share_pct": 34.9,
  "first_global_vias": 416,
  "place_area_um2": 629,
  "tns_ns": 0,
  "synthToLayoutAreaGrowth_pct": 89.8,
  "ios": 24,
  "final-setup-viol-count": 0,
  "cts_post_setup_buffers_inserted": 0,
  "max_slew_margin_pct": 73.0,
  "final_core_util_pct": 18.4,
  "switchingPower_mw": 0.0216,
  "cts-resized-gates": 0,
  "critPathRequiredTime_ns": 4.64,
  "internal_power_mw": 0.0402,
  "track_usage_pct": 3.38,
  "fin_crit_ns": 4.37,
  "remaining_drc_errors": 0,
  "cts_hold_buf": 0,
  "drt_wl_total_um": 1110,
  "port_buffers": 24,
  "period_used_pct": 75.3,
  "yosys-top-cells-area": "ha_1 (26%), a21oi_1 (7.5%), o211ai_1 (6.8%), fa_1 (6.0%), inv_1 (5.7%)",
  "worstSetupEndpointType": "primary output",
  "top_area_cell": "ha_1",
  "netlist_area_um2": 332,
  "crit_top_cell": "clkdlybuf4s50_1",
  "total_power_mw": 0.0618,
  "seqPwrFrac_pct": 0,
  "start_kind": "input port",
  "synth_cell_types": 23,
  "pwr-share-clk_pct": 0,
  "avgSynthCellArea_um2": 7.89,
  "path_delay_family": "buffers and inverters",
  "max_clock_freq_mhz": 229,
  "p_leak_nw": 0.242,
  "antenna_found_initial": 0,
  "cap_violations": 0,
  "synth_warnings": 0,
  "worst-path-buf-inv": 3,
  "p_per_area_nw_per_um2": 98.2,
  "clock_buffers": 0,
  "peakVddDrop_uv": 29.2,
  "hpwl_um": 1030,
  "top_cell_area_share_pct": 26.4,
  "fp_util_pct": 9.71,
  "dr_wl_met3_um": 209,
  "place_congestion": 0.705,
  "grt_pass1_wl_um": 1810,
  "worst_slew_pin_slew_ns": 0.403,
  "grt_remaining_overflow": 0,
  "ys_cells": 42
}
[kinds of logic (layout without fill, tap and decap cells)]
kind of cell / Yosys count / in the layout / synth area share, %
compound gates: 18 / 18 / 37.4
fa+ha+maj: 8 / 8 / 32.5
simple gates: 7 / 7 / 14.0
buf+inv: 5 / 29 / 5.66
xor+xnor: 4 / 4 / 10.6
[stage by stage]
step | instances | setup WS [ns]
floorplan | 42 | 2.50
global placement | 112 | 1.43
detailed placement | 112 | 1.41
CTS | 112 | 1.41
global route | 112 | 1.29
finish | 112 | 1.43
[power groups by stage]
stage / Sequential [mW] / Combinational, mW / Clock, mW
6_report: 0 / 0.0618 / 0
5_1_grt: 0 / 0.0696 / 0
4_1_cts: 0 / 0.0634 / 0
[final cells by class]
| type | count | area [um2] |
|---|---|---|
| Multi-Input combinational cell | 37 | 313 |
| Fill cell | 402 | 2790 |
| Timing Repair Buffer | 24 | 240 |
| Tap cell | 46 | 57.6 |
| Inverter | 5 | 18.8 |
[routing by layer]
metal  global-route usage, %  up-vias
li1                        -      211
met3                    2.16        0
met5                       0        -
met1                    4.17      173
met4                       0        0
met2                    5.14       18
[path summary, 6_finish.rpt]
check	startpoint	to	slack, ns	cells after the start
max	a[0]	result[6]	1.43	8
min	b[0]	result[0]	3.35	3
[layout by cell type (no fill, tap or decap), drive strengths merged]
cell,instances
clkdlybuf4s50,24
ha,7
inv,5
a21oi,5
o211ai,3
xor2,2
o21ai,2
xnor2,2
nor2b,2
o311ai,2
a211oi,1
nand2,1
nor3,1
o2bb2ai,1
o21a,1
o31a,1
nand2b,1
nor3b,1
a221oi,1
nor2,1
a21o,1
fa,1
[cell usage after synthesis]
| cell | instances |
|---|---|
| o2bb2ai_1 | 1 |
| nor2b_1 | 1 |
| o211ai_1 | 3 |
| o21a_1 | 1 |
| o31a_1 | 1 |
| a21oi_1 | 5 |
| o311ai_0 | 1 |
| fa_1 | 1 |
| o311ai_1 | 1 |
| ha_1 | 7 |
| nand2_1 | 1 |
| o21ai_0 | 2 |
| xor2_1 | 2 |
| a211oi_1 | 1 |
| nor2b_4 | 1 |
| inv_1 | 5 |
| nand2b_1 | 1 |
| xnor2_1 | 2 |
| a221oi_1 | 1 |
| a21o_1 | 1 |
| nor2_1 | 1 |
| nor3b_1 | 1 |
| nor3_1 | 1 |
Power is estimated from default activity; no workload was simulated.
